==> design.v <==
module alu(input [31:0] aluIn1, input [31:0] aluIn2, input [1:0] aluOp, output reg [31:0] aluOut0, output reg [31:0] aluOut1, output reg zero);
	always @ *
    begin
        case (aluOp)
            2'b00 : { aluOut1, aluOut0 } = { 32'h0, aluIn1 + aluIn2 };
            2'b01 : { aluOut1, aluOut0 } = { 32'h0, aluIn1 - aluIn2 };
            2'b10 : { aluOut1, aluOut0 } = (aluIn1 * aluIn2);
        endcase
        if({aluOut1, aluOut0} == 64'b0) zero = 1'b1;
        else zero = 1'b0;
    end
endmodule
==> run.sh <==
#!/bin/bash
# OpenROAD 26Q1-2900-gdf79404cd8, Yosys 0.63+post, stock flow scripts
make -C /OpenROAD-flow-scripts/flow DESIGN_CONFIG=/design/flow/config.mk WORK_HOME=/design/flow/orfs finish
==> config.mk <==
export PLATFORM = sky130hd
export DESIGN_NAME = alu
export DESIGN_NICKNAME = alu
export VERILOG_FILES = /design/flow/design.v
export SDC_FILE = /design/flow/constraint.sdc
export NUM_CORES = 4
export LEC_CHECK = 1
export CORE_UTILIZATION = 40
==> constraint.sdc <==
current_design alu

set clk_period 42.0
set clk_io_pct 0.2

create_clock -name clk0 -period $clk_period

set non_clock_inputs [all_inputs -no_clocks]
set_input_delay [expr $clk_period * $clk_io_pct] -clock clk0 $non_clock_inputs
set_output_delay [expr $clk_period * $clk_io_pct] -clock clk0 [all_outputs]
==> out/metrics.yaml <==
run_status:
  outcome: "complete, no violations"
synthesis:
  synth-edff-count: 0
  ys_cells: 4328
  ys_area_mm2: 0.0375
  synthArstFlopShare_pct: 0
  synth_cell_types: 71
  syn_area_mm2: 0.0375
  syn_area_per_cell_um2: 8.67
  synth_cells: 4328
  ys_ff: 64
  synth_top_flop_cell: "dlxtn_1"
  yosysWarnings: 1
final_timing:
  max_freq_ghz: 0.0362
  rsz0062_at_grt: "false"
  fin_setup_tns_ns: 0
  slew_violations: 0
  setup_viol: 0
  unclocked_pins: 64
  post-route-period-util_pct: 65.8
  period_minus_slack_ns: 27.65
  slew_headroom_pct: 42.6
  tightestPinTransition_ns: 0.839
  hold_viol_final: 0
  untimed_endpoints: 128
drt:
  viasPerCell: 5.14
  drcViolationCount: 0
  drt_iter0_drc: 1404
  wire_per_inst_um: 20.0
  firstDrtPassIters: 5
  route.vias.total: 28300
  finalWirelength_um: 110000
  antenna_left: 0
power:
  swShare_pct: 65.7
  power_switching_w: 0.00784
  power_density_mw_per_mm2: 299
  p_leak_nw: 19.8
  p_int_w: 0.00409
  peakVddDrop_uv: 477
finish:
  flop_area_um2: 961
  drive_above_1_share_pct: 2.11
  final_common_cell: "inv_1"
  num-fill-cells: 9124
  syn2layout_area_growth_pct: 6.45
  instances_no_fill: 5514
  logic_area_mm2: 0.0322
  final_cell_mix: "904 x inv_1, 897 x fa_1, 580 x and2_1, 571 x nand2_1, 296 x ha_1"
setup_path:
  criticalPathCategory: "in2out"
  critPathRequiredTime_ns: 33.60
  worst_setup_path_end_kind: "output pin"
  crit_top_cell: "fa_1"
  max_stage_delay_ns: 0.77
  crit_path_max_fanout: 18
  critPathArrivalTime_ns: 19.25
  critPathSlowestCell: "a2111oi_0"
  critPathTopFamily: "adder cells"
  path_buffers: 6
  cp-start-kind: "input port"
floorplanning:
  core_area_mm2: 0.0924
  die_x_um: 308
  num_rows: 111
  initCoreUtil_pct: 40.6
  die-area_mm2: 0.0951
  io_pins: 131
  die_y_um: 308
grt:
  track_usage_pct: 25.9
  antenna_found_initial: 2
  overflow: 0
  grt_pass1_vias: 30400
  grt_pass1_wl_um: 177000
  grt_max_degree: 63
clock_tree:
  postCtsSetupBuffers: 0
  post_cts_resized: 0
  hold_buffers: 0
flow_run:
  log.warning_count: 33
  drv_cap: 0
min_path:
  worstHoldPathType: "in2out"
place:
  port_buffers: 131
  hpwl_um: 87500
  dp.cells: 5512
  routabilityCongestion: 0.981
## area by class of cell
type                    instances  area share, %
multi-input cells            3095           80.5
inverters                     904           8.49
repair buffers                206           4.69
well taps                    1243           3.89
flip-flops and latches         64           2.40
diodes                          2         0.0125
## stage by stage
step           area, µm²  setup slack, ns  hold WS, ns  total power (W)  utilization, %
2_1_floorplan      37500            17.08        17.36          0.00739               -
3_3_place_gp       40000            14.44        18.76           0.0119            43.3
3_5_place_dp       40000            14.53        18.75           0.0117            43.3
4_1_cts            40000            14.41        18.77           0.0118            43.3
5_1_grt            40000            13.91        18.87           0.0129            43.3
6_report           40000            14.35        18.75           0.0119            43.3
## state kept, by name, summed over array words and instances (netlist names)
signal	flops
aluOut1	32
aluOut0	32
## path summary, 6_finish.rpt
kind              cells after the start       from  slack, ns  endpoint
hold / removal                        9   aluOp[0]      18.75      zero
setup / recovery                     28  aluIn1[9]      14.35      zero
## cells by family after synthesis
family	synth area share, %
XOR/XNOR	2.71
latches	2.56
multiplexers	0.350
adder cells (fa/ha/maj)	57.7
AND-OR/OR-AND	5.84
buffers and inverters	11.8
AND/OR/NAND/NOR	19.1
## worst min-delay path: stages
cell and delay (ns):
clkdlybuf4s50_1 0.47, nor2b_2 0.12, buf_4 0.43, nand2_1 0.09, nand2_1 0.07, or4_1 0.13, or4b_1 0.13, nor4_2 0.05
clkdlybuf4s50_1 0.44
## power by group through the flow
stage    Sequential, W  Clock (W)  Combinational [W]
4_1_cts       0.000172          0             0.0117
5_1_grt       0.000176          0             0.0127
## Yosys cell counts, types with 4 or more instances
cell,count,area [µm²]
inv_1,904,3390
fa_1,897,18000
and2_1,581,3630
nand2_1,571,2140
ha_1,296,3700
clkbuf_1,244,916
nor2_1,120,450
a21oi_1,119,596
o21ai_0,75,375
dlxtn_1,64,961
xor2_1,60,526
xnor2_1,56,490
nand4_1,31,194
a21o_1,29,218
nor3_1,24,120
nand3_1,17,85.1
a31oi_1,15,93.8
o21ai_1,14,70.1
buf_2,12,60.1
mux2i_1,12,120
a211oi_1,11,82.6
nand2b_1,11,68.8
nor2b_1,11,68.8
o31ai_1,11,82.6
o21a_1,10,75.1
o21bai_1,10,75.1
or4_1,10,75.1
o211ai_1,9,67.6
or3_1,8,50.1
and3_1,7,43.8
buf_1,7,26.3
nor3b_1,6,45.0
a211o_1,5,43.8
a221oi_1,4,35.0
and4_1,4,35.0
nor4_1,4,25.0
o2111ai_1,4,35.0
o221ai_1,4,35.0
o41ai_1,4,35.0
## layer usage
metal | vias up | global-route usage (%) | wire [µm]
met4 | 0 | 3.89 | 2090
li1 | 12700 | - | -
met5 | - | 0 | 0
met1 | 14400 | 38.1 | 46600
met3 | 91 | 8.77 | 10800
met2 | 1095 | 39.5 | 50900
Power and IR drop assume default switching activity.
