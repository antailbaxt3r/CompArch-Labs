## flow/config.mk

```make
export PLATFORM = sky130hd
export DESIGN_NAME = decoder
export DESIGN_NICKNAME = decoder
export VERILOG_FILES = /design/flow/design.v
export SDC_FILE = /design/flow/constraint.sdc
export NUM_CORES = 4
export LEC_CHECK = 1
export CORE_AREA = 10 10 70 70
export DIE_AREA = 0 0 80 80
```

## flow/constraint.sdc

```tcl
current_design decoder

set clk_period 1.0
set clk_io_pct 0.2

create_clock -name clk0 -period $clk_period

set non_clock_inputs [all_inputs -no_clocks]
set_input_delay [expr $clk_period * $clk_io_pct] -clock clk0 $non_clock_inputs
set_output_delay [expr $clk_period * $clk_io_pct] -clock clk0 [all_outputs]
```

## flow/design.v

```verilog
module decoder (
    input [ad_lines - 1 : 0] address,
    output [(2 ** ad_lines) - 1 : 0] out
);
    parameter ad_lines = 4;
    assign out = 1'b1 << address;
endmodule
```

## flow/run.sh

```bash
#!/bin/bash
# OpenROAD 26Q1-2900-gdf79404cd8, Yosys 0.63+post, stock flow scripts
make -C /OpenROAD-flow-scripts/flow DESIGN_CONFIG=/design/flow/config.mk WORK_HOME=/design/flow/orfs finish
```

==> design notes <==
The design has 0 sequential cells. The die is 80 µm wide. The number of buffer and inverter instances along the worst setup path works out to 4. Yosys printed 0 warnings.

The run gives 0 for the overall overflow remaining after global route. STA classifies the critical path endpoint as an output pin. The overall die size recorded for this design is 6400 µm². Final-report hold violation count: 0.

The placeable core region came out at 3420 µm². Setup repair after global routing could not meet its margin everywhere. The part of the cycle the worst path needs was 114%. The run gives 226 µm² for the area reported by Yosys stat. The synthesis report lists the most area-consuming cells as sky130_fd_sc_hd__and4bb_2 (33%), sky130_fd_sc_hd__nor4b_2 (27%), sky130_fd_sc_hd__and4b_1 (18%), sky130_fd_sc_hd__buf_4 (13%), sky130_fd_sc_hd__nor4_2 (5.5%). For this run, the detailed router's first-pass iteration total came to 2. The tools report the final setup TNS as -1.16 ns. For the worst setup path, the data arrival time is 0.94 ns. The tools report the distinct cell type count of the synthesized netlist as 6. The layout-stage area growth over the synthesis result is 216%. With the achievable frequency at 874 MHz, the tally of clock buffers in the finished layout is 0. With the post-detailed-route DRC marker count at 0, the starting density of the core is 6.63%. The power per standard cell area is 337 nW/µm², and the area fraction of the dominant cell type after synthesis is 33.1%. After synthesis, the most frequently instantiated cells are sky130_fd_sc_hd__and4bb_2 (6), sky130_fd_sc_hd__and4b_1 (4), sky130_fd_sc_hd__buf_4 (4), sky130_fd_sc_hd__nor4b_2 (4). Before CTS, the worst setup slack after placement is -0.800 ns. Along the worst hold path, the cell count comes to 4.

sky130_fd_sc_hd__and4bb_2 takes more of the synthesized area than any other cell. The report lists the cells along the critical path as buf_8, buf_6, buf_6, nor4b_4, buf_2. The tools report the worst supply voltage drop on vdd as 149 µV. Met1 usage in global routing: 6.86%. Counting pins that exceed their max-slew limit in the final report gives 0. The overall track demand over capacity in global routing was 3.83%. The run reported a max-capacitance violation count of 0. The timing report shows the most common cell along the critical path to be sky130_fd_sc_hd__buf_6. Summing all flip-flop and latch instances after layout gives 0 µm². The final reports fail on negative setup slack. The required time of the worst setup path is 0.80 ns.

For reference, the placement row count at floorplan is 21. Setup violations remaining at the end of the flow were counted as 13. The maximum fanout encountered on the critical timing path was 6; the clock period minus worst slack was 1.14 ns. 20 I/O pins were placed. The flow ran to the end, but the final reports show violations.

After detailed routing, the number of vias per cell comes to 3.24. For this run the detailed placement stage logged an HPWL of 634 µm. Summed instance area of the synthesized netlist: 226 µm². Overall power consumption after layout is estimated at 241 µW. For this run, the register share of the synthesized area comes to 0%.

The dominant delay contributor by cell family on the critical path is buffers and inverters. For the pin with the worst max-slew slack, the measured transition is 0.203 ns. sky130_fd_sc_hd__and4bb_2 is the most common cell in the netlist. The run gives 1.48% for the met3 demand-to-capacity share in global routing.

Entering global routing, the biggest net connects 9 pins. The script logs the mean routed wire length per placed instance as 13.1 µm. The tools report the remaining max-slew budget at the tightest pin as 86.4%. The met2 track utilization from global routing came out at 3.93%.

Note that the worst hold path type here is in2out. The run gives 80 µm for the die height. Of the cells placed in the final design, the portion with a size suffix greater than 1 is 90.0%. Per the Yosys statistics, synthesis produced 20 cells.

Once placement completed, the tool counted placed cells totaling 86. In this design, the stage delay of the slowest critical-path cell is 0.27 ns. The synthesized area per cell is 11.3 µm².

The largest individual stage delay along the critical path comes from the cell sky130_fd_sc_hd__nor4b_4. Looking at the hold checks, the worst path lands on out[4]. For the final weighted congestion in routability-driven placement, the log shows 0.721. The routed wire length is 1390 µm, and the post-layout utilization of the core is 21.0%.

The tools report the cell leakage power as 0.000346 µW. The count of buffers added on input and output ports is 20. Gate count of the mapped netlist: 20. The run gives 1980 µm as the global-route wire length before repair.

For the slack of the critical path, the log shows -0.144 ns. The run gives 17 as the count of routing violations after the opening detailed-route iteration. The number of antenna diodes in the final layout is 0.

Classification of the worst setup path: in2out. Most crowded layer after global routing: met1. The run gives 344 for the via count of the first global-routing pass.

The category of the worst setup path launch point was an input pin. With the initial antenna violation count at 0, the number of warnings in the stage logs is 34. The total number of vias came out at 343. Startpoint of the lowest-slack hold path: address[0]. The number of nets with antenna violations after detailed routing is 0. Leaving out filler cells and counting taps, the final layout contains 106.
## kinds of logic (layout without fill, tap and decap cells)
| group | count (synthesis) | in the layout | share of synthesized area [%] |
|---|---|---|---|
| buf+inv | 4 | 44 | 13.3 |
| simple gates | 16 | 16 | 86.7 |
## power breakdown
group          switching, µW  internal [µW]  leakage [µW]  total [µW]
registers                  0              0             0           0
logic                   84.6            156      0.000346         241
clock network              0              0             0           0
## repair_timing
action | 4_1_cts | 5_1_grt
resized | 89 | 10
setup endpoints to repair | 16 | 13
buffers inserted | 14 | 3
gates cloned | 4 | 0
hold buffers | 0 | 0
pin swaps | 9 | 5
## stage by stage
step | hold WS (ns) | area [µm²]
2_1_floorplan | 0.541 | 226
3_3_place_gp | 1.50 | 497
3_5_place_dp | 1.50 | 497
4_1_cts | 0.752 | 647
5_1_grt | 0.785 | 716
6_report | 0.765 | 716
## routing by layer
metal / up-vias / wire [µm]
met3: 0 / 137
met1: 154 / 779
met2: 20 / 470
met5: - / 0
li1: 169 / -
met4: 0 / 0
## how the worst max path moves through the flow
stage / start / end / cells after the start / slack (ns)
5_1_grt: address[0] / out[0] / 5 / -0.19
4_1_cts: address[0] / out[8] / 5 / -0.13
6_report: address[1] / out[1] / 5 / -0.14
## placed cells by master (no fill, tap or decap)
master                            instances
sky130_fd_sc_hd__buf_6                   16
sky130_fd_sc_hd__buf_12                   1
sky130_fd_sc_hd__and4_1                   1
sky130_fd_sc_hd__and4bb_2                 6
sky130_fd_sc_hd__nor4_4                   1
sky130_fd_sc_hd__buf_2                   15
sky130_fd_sc_hd__clkdlybuf4s15_1          1
sky130_fd_sc_hd__nor4b_4                  4
sky130_fd_sc_hd__buf_8                    4
sky130_fd_sc_hd__and4b_1                  4
sky130_fd_sc_hd__buf_16                   1
sky130_fd_sc_hd__buf_4                    6
## layout make-up
type | count | area, µm²
Timing Repair Buffer | 44 | 418
Tap cell | 46 | 57.6
Multi-Input combinational cell | 16 | 240
Fill cell | 368 | 2700
Power and IR drop assume default switching activity.
